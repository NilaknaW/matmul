<file path="./config.mk">
export PLATFORM = sky130hd
export DESIGN_NAME = matadd_2x2
export DESIGN_NICKNAME = matadd_2x2
export VERILOG_FILES = /design/flow/design.v
export SDC_FILE = /design/flow/constraint.sdc
export NUM_CORES = 4
export LEC_CHECK = 1
export CORE_AREA = 10 10 87 87
export DIE_AREA = 0 0 97 97
export SYNTH_HDL_FRONTEND = slang
</file>
<file path="./constraint.sdc">
current_design matadd_2x2

set clk_period 7.7
set clk_io_pct 0.2

create_clock -name clk0 -period $clk_period

set non_clock_inputs [all_inputs -no_clocks]
set_input_delay [expr $clk_period * $clk_io_pct] -clock clk0 $non_clock_inputs
set_output_delay [expr $clk_period * $clk_io_pct] -clock clk0 [all_outputs]
</file>
<file path="./design.v">
`timescale 1ns / 1ps
module matadd_2x2#(
    parameter 
        BIT_PREC = 8,  
        N = 2  
    )(
    input logic signed [BIT_PREC-1:0] A[N][N], 
    input logic signed [BIT_PREC-1:0] B[N][N],
    output logic signed [BIT_PREC-1:0] C[N][N]
    );
    always_comb begin
        C[0][0] <= A[0][0] + B[0][0];
        C[0][1] <= A[0][1] + B[0][1];
        C[1][0] <= A[1][0] + B[1][0];
        C[1][1] <= A[1][1] + B[1][1];
    end
endmodule
</file>
<file path="./run.sh">
#!/bin/bash
# OpenROAD 26Q1-2900-gdf79404cd8, Yosys 0.63+post, stock flow scripts
make -C /OpenROAD-flow-scripts/flow DESIGN_CONFIG=/design/flow/config.mk WORK_HOME=/design/flow/orfs finish
</file>
==> run notes <==
The number of cells on the worst hold path is listed as 3. The run gives 17 as the DRC violation total after the first TritonRoute iteration. After its last routability iteration, the placer logged a weighted congestion of 0.778. Note, the detailed placer reported a final HPWL of 3760 um. The run gives 9410 um^2 for the chip footprint.

First-pass GRT wire length: 7250 um. The tools report the category of the worst setup path capture point as an output pin. Note that the worst hold path type here is in2out.

The final timing report lists a max-slew violation count of 0. Post-synthesis cell count from yosys: 158. The worst-case IR drop observed on VDD is 28.3 uV.

For the required time at the endpoint of the critical path, the log shows 6.16 ns. The warning tally printed by Yosys for this design is 0. Entering global routing, the biggest net connects 7 pins.

Residual overflow from global routing: 0. With the average size of a mapped cell at 7.59 um^2, the total routing usage reported by global routing is 8.69%. For reference, the placement row count at floorplan is 27. Input and output buffers added on the ports amount to 96. The layout clock buffer count is 0. In this run the maximum-capacitance check reported violations numbering 0. The synthesis report lists the most area-consuming cells as sky130_fd_sc_hd__ha_1, sky130_fd_sc_hd__xnor2_1, sky130_fd_sc_hd__a21oi_1. Setup total negative slack on the finished layout was measured at 0 ns. The initial utilization of the core area, before any placement, comes to 21.3%.

Counting only logic cells after layout, the most numerous master is sky130_fd_sc_hd__clkdlybuf4s50_1. In the layout the commonest cells are sky130_fd_sc_hd__clkdlybuf4s50_1, sky130_fd_sc_hd__ha_1, sky130_fd_sc_hd__inv_1, sky130_fd_sc_hd__a21oi_1, sky130_fd_sc_hd__xnor2_1. The die width came out at 97 um.

The number of antenna cells inserted was 0. At the pin with the least slew margin, the transition time is 0.284 ns. OpenROAD reports that the post-layout worst path occupies 69.7% of the period.

With the sequential cell area at 0 um^2, the relative slew slack is 81.0%. Cells fill 39.9% of the core in the end. The run finished with clean final reports.

The startpoint of the worst setup timing path was A[24]. The run gives 96 for the count of pins on the block boundary. In the routed design, unresolved DRC markers number 0.

The run gives 0.394% for the fraction of final layout cells with drive strength greater than 1. Summing over every cut layer, the via total after detailed routing is 1,424. Summing over the stages, the warning tally comes to 32. The critical path maximum fanout is 3. Fill cells in the final layout number 581. Setup repair after global routing left no endpoint under its margin. The share of the Yosys chip area taken by registers is 0%. The critical path is of the in2out type.

The run gives 0 as the number of antenna-violating nets in the routed design. The run gives 5640 um^2 as the core footprint. In the log, the iteration count for the first detailed-route pass is 4. The number of gates resized after CTS was 0.

The script extracted a total leakage power of 0.961 nW. The highest clock rate this design can be run at is 186 MHz. The run gives 4120 um for the wire length reported by the detailed router.

Sorting the Yosys area breakdown by cell type puts at the top sky130_fd_sc_hd__ha_1. The via count of the first global-routing pass is 1,475. Buffers inserted to repair hold after CTS numbered 0. The most critical hold endpoint after final layout shows a slack of 4.10 ns. Looking at the post-CTS report, the setup buffer insertion count equals 0. The final hold violation count recorded for this run is 0. The gate-level netlist out of Yosys references 27 unique cell types. The run gives 0 as the setup violation total in the final timing report. Dividing the detail-routed wire length by the instance count gives 12.6 um. Counting I/O delays and the setup requirement, the final critical path takes 5.36 ns. The power per standard cell area is 78.6 nW/um^2, and the synthesized area is 1200 um^2.

The run gives 29.2% for the portion of synthesized cell area occupied by the leading cell type. Counting every instance in the synthesized netlist gives 158. The worst setup path is launched from an input port. Area figure in the yosys stat output: 1200 um^2. In the routed layout, each cell is associated on average with a via count of 4.37. Per STA, the endpoint of the critical path is C[30]. The run gives 0 for the number of sequential cells. The area growth from synthesis to layout was 87.6%. The arrival time of data at the worst endpoint is listed as 3.82 ns.

The run gives 0 for the initial antenna violation count. The floorplan step set the die height to 97 um.
==> metal layers <==
layer / vias to the layer above / part of all wire, % / global-route usage (%)
met2: 49 / 47 / 15.0
met1: 601 / 46 / 11.1
met3: 0 / 7.7 / 2.44
met5: - / 0 / 0
met4: 0 / 0 / 0
li1: 774 / - / -
==> synth_stat cells, drive strengths merged <==
| library cell | n |
|---|---|
| nor2 | 7 |
| or4 | 3 |
| mux2i | 1 |
| o21ai | 7 |
| and3b | 3 |
| o211ai | 3 |
| xor2 | 7 |
| inv | 19 |
| o31a | 4 |
| o21a | 4 |
| a41oi | 1 |
| ha | 28 |
| nand3 | 10 |
| a31oi | 3 |
| xnor2 | 12 |
| a21oi | 19 |
| o21bai | 1 |
| nand4 | 3 |
| fa | 4 |
| and2b | 1 |
| nor3 | 3 |
| nor2b | 4 |
| or4b | 1 |
| nand2 | 4 |
| a211oi | 2 |
| a21o | 4 |
==> critical path, stage by stage <==
cell,delay [ns]
sky130_fd_sc_hd__clkdlybuf4s50_1,0.40
sky130_fd_sc_hd__ha_1,0.21
sky130_fd_sc_hd__inv_1,0.07
sky130_fd_sc_hd__fa_1,0.24
sky130_fd_sc_hd__nor2b_4,0.06
sky130_fd_sc_hd__o31a_1,0.26
sky130_fd_sc_hd__or4b_1,0.46
sky130_fd_sc_hd__nand3_1,0.09
sky130_fd_sc_hd__clkdlybuf4s50_1,0.49
==> per-stage QoR <==
| step | setup slack (ns) | total power [mW] | instances | instance area, um^2 |
|---|---|---|---|---|
| 2_1_floorplan | 3.33 | 0.0702 | 158 | 1200 |
| 3_3_place_gp | 2.33 | 0.179 | 326 | 2250 |
| 3_5_place_dp | 2.31 | 0.179 | 326 | 2250 |
| 4_1_cts | 2.31 | 0.181 | 326 | 2250 |
| 5_1_grt | 2.17 | 0.199 | 326 | 2250 |
| 6_report | 2.34 | 0.177 | 326 | 2250 |
==> logic make-up after synthesis <==
| logic type | synth area share (%) |
|---|---|
| XOR/XNOR | 13.9 |
| adder cells (fa/ha/maj) | 35.9 |
| AND-OR/OR-AND | 24.8 |
| multiplexers | 0.834 |
| buffers and inverters | 5.94 |
| AND/OR/NAND/NOR | 18.7 |
==> how the worst min path moves through the flow <==
stage	to	slack (ns)	start
4_1_cts	C[24]	4.12	B[24]
5_1_grt	C[24]	4.15	A[24]
6_report	C[24]	4.10	B[24]
==> power breakdown <==
group | total [mW] | switching [mW] | internal (mW)
combinational | 0.177 | 0.0586 | 0.118
clock | 0 | 0 | 0
sequential | 0 | 0 | 0
total | 0.177 | 0.0586 | 0.118
==> area by class of cell <==
| type | instances | area, um^2 | area share, % |
|---|---|---|---|
| timing repair buffer | 96 | 961 | 42.7 |
| tap | 72 | 90.1 | 4.00 |
| inverter | 19 | 71.3 | 3.17 |
| multi-input combinational | 139 | 1130 | 50.1 |
Power and IR drop assume default switching activity.
