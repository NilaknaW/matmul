==> design.v <==
`timescale 1ns / 1ps
module matsub_2x2#(
    parameter 
        BIT_PREC = 8,  
        N = 2  
    )(
    input logic signed [BIT_PREC-1:0] A[N][N], 
    input logic signed [BIT_PREC-1:0] B[N][N],
    output logic signed [BIT_PREC-1:0] C[N][N]
    );
    always_comb begin
        C[0][0] <= A[0][0] - B[0][0];
        C[0][1] <= A[0][1] - B[0][1];
        C[1][0] <= A[1][0] - B[1][0];
        C[1][1] <= A[1][1] - B[1][1];
    end
endmodule
==> run.sh <==
#!/bin/bash
# OpenROAD 26Q1-2900-gdf79404cd8, Yosys 0.63+post, stock flow scripts
make -C /OpenROAD-flow-scripts/flow DESIGN_CONFIG=/design/flow/config.mk WORK_HOME=/design/flow/orfs finish
==> config.mk <==
export PLATFORM = sky130hd
export DESIGN_NAME = matsub_2x2
export DESIGN_NICKNAME = matsub_2x2
export VERILOG_FILES = /design/flow/design.v
export SDC_FILE = /design/flow/constraint.sdc
export NUM_CORES = 4
export LEC_CHECK = 1
export CORE_AREA = 10 10 83 83
export DIE_AREA = 0 0 93 93
export SYNTH_HDL_FRONTEND = slang
==> constraint.sdc <==
current_design matsub_2x2

set clk_period 6.5
set clk_io_pct 0.2

create_clock -name clk0 -period $clk_period

set non_clock_inputs [all_inputs -no_clocks]
set_input_delay [expr $clk_period * $clk_io_pct] -clock clk0 $non_clock_inputs
set_output_delay [expr $clk_period * $clk_io_pct] -clock clk0 [all_outputs]
==> flow_metrics.env <==
# implementation run metrics
export IMPL_synth_warning_count=0
export IMPL_synth_area_sq_um=1220
export IMPL_fin_setup_tns_ns=0
export IMPL_grt_util_met1_pct=11.0
export IMPL_die_w_um=93
export IMPL_final_fill_count=528
export IMPL_antenna_found_initial=0
export IMPL_power_per_cell_area_nw_per_um2=94.1
export IMPL_final_setup_viol_count=0
export IMPL_count_of_maximum_capacitance_violations=0
export IMPL_drc=0
export IMPL_post_cts_resize_count=0
export IMPL_hold_viol=0
export IMPL_netlist_top_cells_area="sky130_fd_sc_hd__ha_1 (29%), sky130_fd_sc_hd__xnor2_1 (14%), sky130_fd_sc_hd__inv_1 (12%), sky130_fd_sc_hd__a21oi_1 (10%), sky130_fd_sc_hd__fa_1 (6.6%)"
export IMPL_finalCritPeriodShare_pct=74.3
export IMPL_ir_drop_v=0.0000370
export IMPL_top_area_cell="sky130_fd_sc_hd__ha_1"
export IMPL_io_pins=96
export IMPL_avgSynthCellArea_sq_um=6.88
export IMPL_critical_path_required_ns=5.20
export IMPL_place_hpwl_um=3790
export IMPL_grt_overflow_total=0
export IMPL_n_sequential_cell=0
export IMPL_initial_utilization_pct=23.7
export IMPL_maxClockFrequency_ghz=0.207
export IMPL_netlist_top_cells_count="sky130_fd_sc_hd__inv_1 (40), sky130_fd_sc_hd__ha_1 (28), sky130_fd_sc_hd__a21oi_1 (25), sky130_fd_sc_hd__xnor2_1 (19), sky130_fd_sc_hd__nand2_1 (16)"
export IMPL_p_leak_nw=1.02
export IMPL_hp_start="A[24]"
export IMPL_num_vias=1389
export IMPL_ys_seq_share_pct=0
export IMPL_run_status="finished clean"
export IMPL_yosysCellCount=177
export IMPL_grt_util_met2_pct=15.5
export IMPL_timing_critical_path_arrival_ns=3.53
export IMPL_first_global_vias=1373
export IMPL_port_buffer_count=96
export IMPL_dr_first_iter_drc_count=35
export IMPL_synthesis_instances=177
export IMPL_setup_worst_path_class="in -> out"
export IMPL_drive_above_1_share_pct=0
export IMPL_finalWorstPathRequiredPeriod_ns=4.83
export IMPL_drt_first_pass_iters=4
export IMPL_die_height_um=93
export IMPL_maximum_number_of_pins_on_one_net_before_global_route_repair=8
export IMPL_fin_total_pwr_mw=0.213
export IMPL_place_congestion=0.831
export IMPL_grt_busiest_layer="met2"
export IMPL_library_cell_with_the_highest_instance_count_after_synthesis="sky130_fd_sc_hd__inv_1"
export IMPL_synth_top_cell_area_share_pct=28.8
export IMPL_routed_via_density=4.05
export IMPL_drt_antenna_violating_nets=0
export IMPL_grt_util_met3_pct=2.75
export IMPL_overall_routing_resource_usage_pct=8.82
export IMPL_detail_route_antenna_diodes=0
export IMPL_final_seq_area_sq_um=0
export IMPL_n_clock_buffer=0
export IMPL_post_cts_buffers=0
export IMPL_grt_setup_unrepaired="no"
export IMPL_worstSetupEndpointType="primary output"
export IMPL_report_final_slew_viol_count=0
export IMPL_synth_area_yosys_sq_um=1220
export IMPL_worstSetupStartpointType="primary input"
export IMPL_worstMarginPinSlew_ns=0.441
export IMPL_std_cell_rows=26
export IMPL_synth_cell_types=21
export IMPL_first_pass_grt_wire_length_um=6480
export IMPL_slew_headroom_pct=70.3
export IMPL_worst_path_max_fanout=2
export IMPL_holdBufCountCts=0
export IMPL_fp_coreArea_sq_um=5140
export IMPL_worstHoldPathType="in -> out"
export IMPL_cp_startpoint="B[8]"
export IMPL_wl_per_cell_um=11.5
export IMPL_tool_warnings=32
export IMPL_area_growth_pct=86.1
export IMPL_detail_route_wirelength_um=3940
export IMPL_die_area_sq_um=8650
## area by class of cell
cell class | count | area [sq um] | share of cell area [%]
well taps | 70 | 87.6 | 3.87
inverters | 40 | 150 | 6.63
repair buffers | 96 | 961 | 42.4
multi-input cells | 137 | 1070 | 47.1
## placed cells by master (no fill, tap or decap)
cell / count
sky130_fd_sc_hd__nand2b_1: 2
sky130_fd_sc_hd__nand2_1: 16
sky130_fd_sc_hd__o21ai_0: 6
sky130_fd_sc_hd__o21ai_1: 1
sky130_fd_sc_hd__a21oi_1: 25
sky130_fd_sc_hd__nand3b_1: 2
sky130_fd_sc_hd__ha_1: 28
sky130_fd_sc_hd__xor2_1: 7
sky130_fd_sc_hd__fa_1: 4
sky130_fd_sc_hd__clkdlybuf4s50_1: 96
sky130_fd_sc_hd__o211ai_1: 4
sky130_fd_sc_hd__a41oi_1: 1
sky130_fd_sc_hd__a211oi_1: 1
sky130_fd_sc_hd__inv_1: 40
sky130_fd_sc_hd__or4b_1: 1
sky130_fd_sc_hd__and2b_1: 1
sky130_fd_sc_hd__xnor2_1: 19
sky130_fd_sc_hd__nor2_1: 10
sky130_fd_sc_hd__nor2b_1: 6
sky130_fd_sc_hd__a21boi_0: 1
sky130_fd_sc_hd__and2_1: 1
sky130_fd_sc_hd__o2111ai_1: 1
## worst max-delay path, stage by stage
cell and delay, ns:
sky130_fd_sc_hd__clkdlybuf4s50_1 0.46, sky130_fd_sc_hd__ha_1 0.16, sky130_fd_sc_hd__inv_1 0.05, sky130_fd_sc_hd__fa_1 0.39
sky130_fd_sc_hd__a21oi_1 0.21, sky130_fd_sc_hd__o211ai_1 0.14, sky130_fd_sc_hd__a21oi_1 0.18, sky130_fd_sc_hd__xnor2_1 0.14
sky130_fd_sc_hd__clkdlybuf4s50_1 0.49
## per-stage QoR
stage                     cells  setup slack, ns  hold slack [ns]  area (sq um)  util [%]
after floorplan             177             2.75             2.71          1220         -
after global placement      343             1.65             3.60          2270      44.1
after detailed placement    343             1.64             3.60          2270      44.1
after CTS                   343             1.64             3.60          2270      44.1
after global routing        343             1.54             3.64          2270      44.1
final                       343             1.67             3.60          2270      44.1
## kinds of logic (layout without fill, tap and decap cells)
family	count (synthesis)	in the layout	synth area share, %
AND-OR/OR-AND	40	40	18.3
XOR/XNOR	26	26	18.7
AND/OR/NAND/NOR	39	39	15.3
buffers and inverters	40	136	12.3
adder cells (fa/ha/maj)	32	32	35.4
## worst paths after layout
path	end	slack (ns)	cells past startpoint
max	C[14]	1.67	9
min	C[24]	3.60	5
## per-layer routing
metal  part of all wire [%]  vias to the layer above
li1                       -                      769
met3                    8.0                        0
met2                     48                       45
met1                     44                      575
met5                      0                        -
met4                      0                        0
## power by group
group | internal, mW | switching (mW) | leakage, nW
Sequential | 0 | 0 | 0
Combinational | 0.144 | 0.0694 | 1.02
Clock | 0 | 0 | 0
Power and IR drop assume default switching activity.
