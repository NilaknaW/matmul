==> ./design.v <==
`timescale 1ns / 1ps
module matmul_2x2 #(
    parameter 
        BIT_PREC = 8,  
        N = 2  
    )(
    input logic clk, rstn, start,
    input logic signed [BIT_PREC-1:0] A[N][N], 
    input logic signed [BIT_PREC-1:0] B[N][N],
    output logic signed [2*BIT_PREC:0] C[N][N],
    output logic valid
    );
    logic signed [BIT_PREC:0] pa [10];
    logic signed [2*BIT_PREC:0] p [7];
    logic signed [2*BIT_PREC:0] ca [4];
    typedef enum logic [2:0] {IDLE, P_ADD, P_MUL, C_ADD1, C_ADD2, C_FINAL} state_type;
    state_type state;
    always_ff @ (posedge clk or negedge rstn) begin
        if (!rstn) begin 
            state <= IDLE;
            valid <= 0;
            end
        else case (state)
            IDLE: begin
                valid <= '0;
                if (start) state <= P_ADD;
                end
            P_ADD: begin
                pa[0] <= A[0][0] + A[1][1];
                pa[1] <= B[0][0] + B[1][1];
                pa[2] <= A[1][0] + A[1][1];
                pa[3] <= B[0][1] - B[1][1];
                pa[4] <= B[1][0] - B[0][0];
                pa[5] <= A[0][0] + A[0][1];
                pa[6] <= A[1][0] - A[0][0];
                pa[7] <= B[0][0] + B[0][1];
                pa[8] <= A[0][1] - A[1][1];
                pa[9] <= B[1][0] + B[1][1];
                state <= P_MUL;
                end
            P_MUL:begin
                p[0] <= pa[0] * pa[1];
                p[1] <= pa[2] * B[0][0];
                p[2] <= A[0][0] * pa[3];
                p[3] <= A[1][1] * pa[4];
                p[4] <= pa[5] * B[1][1];
                p[5] <= pa[6] * pa[7];
                p[6] <= pa[8] * pa[9];
                state <= C_ADD1;
                end
            C_ADD1: begin
                ca[0] <= p[0] + p[3];
                ca[2] <= p[0] + p[2];
                state <= C_ADD2;
                end
            C_ADD2: begin
                ca[1] <= ca[0] - p[4];
                ca[3] <= ca[2] - p[1];
                state <= C_FINAL;
                end
           C_FINAL : begin
                C[0][0] <= ca[1] + p[6];
                C[0][1] <= p[2] + p[4];
                C[1][0] <= p[1] + p[3];
                C[1][1] <= ca[3] + p[5];
                valid <= '1;
                state <= IDLE;
                end
            endcase
    end 
endmodule
==> ./run.sh <==
#!/bin/bash
# OpenROAD 26Q1-2900-gdf79404cd8, Yosys 0.63+post, stock flow scripts
make -C /OpenROAD-flow-scripts/flow DESIGN_CONFIG=/design/flow/config.mk WORK_HOME=/design/flow/orfs finish
==> ./config.mk <==
export PLATFORM = sky130hd
export DESIGN_NAME = matmul_2x2
export DESIGN_NICKNAME = matmul_2x2
export VERILOG_FILES = /design/flow/design.v
export SDC_FILE = /design/flow/constraint.sdc
export NUM_CORES = 4
export LEC_CHECK = 1
export CORE_UTILIZATION = 50
export SYNTH_HDL_FRONTEND = slang
==> ./constraint.sdc <==
current_design matmul_2x2

set clk_period 13.7
set clk_io_pct 0.2

create_clock -name clk0 -period $clk_period [get_ports {clk}]

set non_clock_inputs [all_inputs -no_clocks]
set_input_delay [expr $clk_period * $clk_io_pct] -clock clk0 $non_clock_inputs
set_output_delay [expr $clk_period * $clk_io_pct] -clock clk0 [all_outputs]
==> Slide: Implementation Results <==
Run Summary

Setup path
  – CP Class: primary input to register
  – R2r worst-path depth: 16
  – Critical Path RT: 14.03 ns
  – Critical Path End Type: register
  – CP arrival: 7.94 ns
  – Startpoint Class: primary input
  – Critical path peak fanout: 9

Synthesis
  – Most frequent cell after synthesis: inv_1
  – Yosys synthesis chip area: 38520 µm²
  – Syn avg cell area: 10.36 µm²
  – Async SR Flop Fraction: 1.989%
  – Dominant cell type by area after synthesis: edfxtp_1
  – Yosys cell types: 64
  – Post-synth EDFFs: 345
  – Register share after synthesis: 27.35%
  – Yosys warnings: 0
  – Top post-synthesis cells by count: inv_1 (676), fa_1 (463), ha_1 (437)
  – Mapped Area: 38520 µm²
  – Post-synth area hogs: edfxtp_1 (27%), fa_1 (24%), ha_1 (14%), inv_1 (6.6%), xnor2_1 (5.0%)
  – Main flop type: edfxtp_1
  – Dominant cell area share: 26.90%
  – Mapped Cells: 3717
  – Yosys cell count: 3717
  – #FFs+latches synth: 352

Die
  – Row cnt: 101
  – Num ports: 136
  – FP Util: 50.63%
  – DIE AREA: 78150 µm²
  – Core ar.: 76080 µm²
  – DIE WIDTH: 279.6 µm
  – DIE HEIGHT: 279.6 µm

Place
  – DP Area: 41100 µm²
  – Dpl hpwl: 74700 µm
  – PortBufs: 135
  – GP Congestion: 0.9372

STA
  – Max-slew violation count: 0
  – WHS: 0.3731 ns
  – Final Skew: 0.01447 ns
  – Cycle use final: 55.50%
  – Unrepaired setup endpoints after global routing: no
  – Worst relative slew slack: 45.41%
  – Fmax: 0.1315 GHz
  – Total negative slack: 0 ns
  – Final setup vio count: 0
  – Final Critical Period: 7.604 ns
  – Hold Fails Final Rpt: 0
  – Slew @ Worst Pin: 0.8163 ns

Outcome
  – Outcome: complete, no violations

Routing
  – Vias per cell: 5.133
  – Ant diodes: 0
  – Initial drt markers: 1240
  – Routed wire length: 90640 µm
  – Routed Antenna Nets: 0
  – Routed len/inst: 18.37 µm
  – DR pass1 iterations: 5
  – DRC Markers: 0
  – Vias: 25.33k

Hold path
  – Hold WC Path Type: register to register
  – Hold Path Depth: 0

Clock network
  – Worst-path clk slew: 0.06 ns
  – Clock latency on the worst-skew pair: 0.59 ns
  – H-tree depth: 2
  – CTS Hold Bufs: 0
  – CTS tree: yes
  – CTS Sinks: 352
  – Resize count post-CTS: 0
  – Post-CTS setup repair buffer count: 0
  – Clock Tree Buf Depth: 3
  – Clock Tree Root: clkbuf_16
  – Num CTS Buffers: 45

Run
  – Tool warning count: 25
  – Max-Cap Viols: 0

Global routing
  – First-pass GRT wire length: 142900 µm
  – Total congestion overflow: 0
  – Largest net degree at the start of global routing: 56
  – Vias in the first global route: 25.21k
  – GRT Util Overall: 25.76%
  – Initial antenna violation count: 2

Final layout
  – P&R area growth vs syn: 10.56%
  – Final instance area: 42590 µm²
  – Share of cells above drive strength 1: 2.971%

Pwr
  – Power Dens Cells: 116.3 nW/µm²
  – VDD IR-drop max: 0.08333 mV
  – Pleak: 19.35 nW
==> sequential cells by signal (all words and copies together), names as in the netlist <==
signal  count
ca         68
valid       1
p         119
C          68
pa         90
state       6
==> kinds of logic after synthesis <==
family                   after synthesis  synth area share, %
buffers and inverters                722                7.036
flip-flops                           352                27.35
AND/OR/NAND/NOR                      949                12.28
adder cells (fa/ha/maj)              900                38.26
AND-OR/OR-AND                        514                8.663
XOR/XNOR                             272                6.185
multiplexers                           8               0.2306
==> report_power, final <==
part	total (mW)	switching (mW)	internal (mW)
clock network	1.21	0.498	0.709
logic	2.34	1.30	1.04
registers	1.41	0.0423	1.36
total	4.95	1.84	3.11
==> worst max-delay path, stage by stage <==
cell and delay, ns:
clkdlybuf4s50_1 0.82, clkinv_1 0.64, fa_1 0.67, fa_1 0.51, inv_1 0.05, fa_1 0.53
inv_1 0.05, fa_1 0.47, inv_1 0.04, ha_1 0.31, o21ai_1 0.12, a21boi_1 0.13
o41a_1 0.35, a41o_1 0.27, o22ai_1 0.14, xnor2_1 0.09
==> cells in the final DEF (no fill, tap or decap), drive strengths merged, types with 13 or more instances in the layout <==
master           n
edfxtp         345
nand2          304
clkinv          18
fa             463
nand3           22
or2             13
clkdlybuf4s50  135
a21o            50
o21a            49
ha             437
and3            17
a21oi          147
o31ai           14
xnor2          220
a21boi          19
a211oi          17
nand2b          51
o21ai          115
o211ai          15
xor2            52
nor2b           67
inv            681
nor2           162
and2           249
nor3            32
clkbuf          51
==> path summary, 6_finish.rpt <==
| path | startpoint | slack (ns) | end |
|---|---|---|---|
| min reg2reg | state[1] | 0.37 | state[4] |
| max reg2reg | pa[0][7] | 8.35 | p[0][16] |
| min | state[1] | 0.37 | state[4] |
| max | B[7] | 6.10 | p[4][16] |
| min in group asynchronous | rstn | 2.49 | state[5] |
| max in group asynchronous | rstn | 10.87 | state[0] |
==> per-stage QoR <==
stage	worst slack (ns)	instances	util (%)	total power [mW]
final	6.096	4934	55.98	4.955
after global routing	5.899	4934	55.98	5.362
after CTS	6.035	4934	55.98	5.013
after detailed placement	5.398	4851	54.02	3.767
after global placement	5.408	4851	54.02	3.762
after floorplan	6.932	3717	-	3.179
==> area by class of cell <==
type	count	area (µm²)
Timing Repair Buffer	147	1441
Inverter	679	2549
Multi-Input combinational cell	2643	25280
Fill cell	6713	33490
Sequential cell	352	10540
Tap cell	1030	1289
Clock buffer	51	1159
Clock inverter	32	332.8
==> per-layer routing <==
metal  up-vias  wire, µm  GRT usage (%)
li1      12480         -              -
met1     12210     41120          40.80
met5         -        14              0
met2       551     40180          37.41
met4         2      1719          3.685
met3        85      7596          9.437
Power figures rest on the tool's default switching activity, not on a simulated workload.
